==> design.v <==
module ALU( 
	input	[31:0]	a,
	input	[31:0]	b,
	input	[3:0]	aluop,
	output	[31:0]	result,
	output			zero
);
	wire [31:0]	logicout;	 
	wire [31:0]	addout;		 
	wire [31:0]	arithout;	 
	wire [31:0]	n_b;		 
	wire [31:0]	sel_b;		 
	wire [31:0]	slt;		 
	wire [1:0]	logicsel;	 
	assign logicsel =	aluop[1:0];
	assign logicout =	(logicsel == 2'b00) ? a & b :
						(logicsel == 2'b01) ? a | b :
						(logicsel == 2'b10) ? a ^ b :
											~(a | b);
	assign n_b = ~b;   
	assign sel_b = (aluop[1]) ? n_b : b ;
	assign addout = a + sel_b + aluop[1];
	assign slt = {31'b0, addout[31]};
	assign arithout = (aluop[3]) ? slt : addout;
	assign result = (aluop[2]) ? logicout : arithout;
	assign zero = (result == 32'b0) ? 1 : 0;
endmodule
==> run.sh <==
#!/bin/bash
# OpenROAD 26Q1-2900-gdf79404cd8, Yosys 0.63+post, stock flow scripts
make -C /OpenROAD-flow-scripts/flow DESIGN_CONFIG=/design/flow/config.mk WORK_HOME=/design/flow/orfs finish
==> config.mk <==
export PLATFORM = sky130hd
export DESIGN_NAME = ALU
export DESIGN_NICKNAME = ALU
export VERILOG_FILES = /design/flow/design.v
export SDC_FILE = /design/flow/constraint.sdc
export NUM_CORES = 4
export LEC_CHECK = 1
export CORE_UTILIZATION = 30
==> constraint.sdc <==
current_design ALU

set clk_period 18.8
set clk_io_pct 0.2

create_clock -name clk0 -period $clk_period

set non_clock_inputs [all_inputs -no_clocks]
set_input_delay [expr $clk_period * $clk_io_pct] -clock clk0 $non_clock_inputs
set_output_delay [expr $clk_period * $clk_io_pct] -clock clk0 [all_outputs]
==> run notes <==
run metrics: run status finished, final reports clean, Final Worst Setup Slack approximately 6.6 ns, synth warn 0, slew at the pin closest to its max-slew limit a little over 0.8 ns, tally of OpenROAD warnings approximately 70, Max-area cell share between 20% and 30%, post-route ant nets 0, fill count ~1700, RSZ-0062 raised after global routing false, Hold Startpoint aluop[1], vias in the first global route 4514, DRC viols 0, Top Ports between 100 and 150, max-slew violations 0, Placer Congestion slightly above 0.9, P per Cell Area 33.37 nW/um^2, Cell Chain, Critical Path buf_4 -> buf_4 -> xor2_1 -> inv_1 -> fa_1 -> nor2b_4 -> o311a_1 -> o21ai_0 -> a211oi_1 -> o21a_1 -> o31ai_1 -> nor4_1 -> nand4_1 -> nor4_1 -> and4b_1 -> clkdlybuf4s50_1, WP data arrival ~8.4 ns, CP peak stage delay 0.56 ns, Routed Wire Length around 14000 um, final setup TNS 0 ns, area delta synth->final 22.92%, FMAX between 80 and 90 MHz, Min-Delay Path Class input pin to output port, Buf/Inv on CP 4, top cells, area ha_1 26%, mux2i_1 8.3%, inv_1 7.5%, fin util 37.52%, die width roughly 130 um, ys cells between 600 and 700, worst-path fanout max just under 50, fin cells around 970, cell area after synthesis a little under 5000 um^2, largest net degree at the start of global routing 50, chip height about 130 um, initial antenna violation count 0, Syn Area/Cell 7.083 um^2, Top cell excl fill/tap ha_1, DP Wirelength around 11000 um, antenna diode count 0, most frequent cells in the layout 100 x ha_1, 99 x clkdlybuf4s50_1, 97 x inv_1, 58 x nand2_1, 48 x o21ai_0, WL/cell about 14 um, Placed Cells between 900 and 1000, Core Region between 15000 and 20000 um^2, Die Size around 17000 um^2, hold buffers post-CTS 0, Overall Power 198.1 uW, CP endpoint kind output port, FP Core Util between 30% and 40%, first-pass GRT wire length around 22000 um, layout cells sized above 1 under 10%, grt total ovfl 0, Tcrit/Tclk final 64.84%, iteration-0 DRC count of the detailed router about 270, slowest CP cell buf_4, CP Class input pin to output port, Period minus WS final between 10 and 15 ns, Seq Cell Count 0, GRT Total Usage 16.62%, FF/Latch Area 0 um^2, Slew HR approximately 45%, Worst Setup Start Kind input pin, Buffers on Ports 101, Vias approximately 4800, final hold vios 0, largest area contributor in the netlist ha_1, Cells after Synth a little under 700, family with the most delay on the worst path buffers and inverters, Post-CTS Setup Inserts 0, maximum vdd drop 0.01318 mV, clock buf count 0, Site Rows between 40 and 50, drt first pass iters 5, setup slack after placement approximately 6.6 ns, Leakage 0.002780 uW, Seq/Total Area, Yosys 0%, Final setup viols 0, Worst Setup SP aluop[1], MaxCap Viol Count 0, vias per cell slightly below 5, cts repair resizes 0, YS chip area approximately 4800 um^2, Distinct lib cells used between 60 and 70, Worst EP required 15.04 ns
-- stage by stage --
step                hold slack, ns  area (um^2)
global route                 8.681         5938
global placement             8.593         5938
detailed placement           8.594         5938
finish                       8.586         5938
floorplan                    7.658         4831
CTS                          8.606         5938
-- kinds of logic (layout without fill, tap and decap cells) --
| kind of cell | after synthesis | after routing | synth area share [%] |
|---|---|---|---|
| xor gates and xnor gates | 53 | 53 | 9.609 |
| buffers and inverters | 126 | 202 | 11.60 |
| AOI/OAI and AO/OA | 193 | 193 | 26.76 |
| and+or+nand+nor | 168 | 168 | 17.15 |
| muxes | 41 | 41 | 8.573 |
| adders and majority gates | 101 | 101 | 26.31 |
-- path summary, 6_finish.rpt --
kind	end	slack [ns]	cells after the start
max	zero	6.61	16
min	result[4]	8.59	4
-- power breakdown --
part | switching [uW] | internal [uW] | leakage [uW]
clock | 0 | 0 | 0
sequential | 0 | 0 | 0
combinational | 105 | 93.1 | 0.00278
total | 105 | 93.1 | 0.00278
-- tightest hold or removal path, stage by stage --
cell,delay [ns]
buf_4,0.26
o21ai_0,0.24
o32ai_1,0.12
clkdlybuf4s50_1,0.43
-- synthesized netlist by cell type (13+ instances only) --
master / number
nand2_1: 58
xor2_1: 37
xnor2_1: 16
ha_1: 100
o21a_1: 16
o21ai_0: 48
inv_1: 97
nor2b_1: 19
nor2_1: 38
mux2i_1: 40
o211ai_1: 13
a21oi_1: 39
-- cell type report --
class / count / area [um^2] / share of cell area [%]
Multi-Input combinational cell: 556 / 4270 / 71.91
Tap cell: 216 / 270.3 / 4.551
Inverter: 97 / 364.1 / 6.131
Timing Repair Buffer: 105 / 1033 / 17.40
-- metal layers --
| metal | up-vias | track usage [%] | part of all wire, % |
|---|---|---|---|
| met5 | - | 0 | 0 |
| met1 | 2145 | 22.49 | 47 |
| met2 | 108 | 30.94 | 49 |
| met4 | 0 | 0.5536 | 0.39 |
| met3 | 7 | 0.3388 | 3.7 |
| li1 | 2556 | - | - |
Power and IR drop assume default switching activity.
